==> flow/design.v <==
`timescale 1ns / 1ps
module writeAddress(
        input [2:0] opcode,
        input [3:0] fcode,
        input [4:0] rsAddr,
        input [4:0] rtAddr,
        input [31:0] ALU_Out,
        input [31:0] ALU_ExtOut,
        input [31:0] ra,
        input [31:0] ROM_Out,
        output reg [4:0] wrAddr,
        output reg RegWrite,
        output reg [31:0] wrData,
        output reg [31:0] wrDataExt
    );
initial begin
    RegWrite = 0;
    wrAddr = 0;
    wrData = 0;
end
always @(*)
    begin
        if(opcode==3'd3)  
            begin
            if(fcode==4'd9)      
                begin
                    RegWrite<=1;
                    wrAddr<=5'b11111;
                    wrData<=ra;
                    wrDataExt<=ALU_ExtOut;
                end
            else
                begin           
                    RegWrite<=0;
                    wrAddr<=0;
                    wrData<=0;
                    wrDataExt<=ALU_ExtOut;
                end
            end
        else if(opcode==3'b000 | opcode==3'b001)   
            begin
                RegWrite<=1;
                if(fcode==4'b1010 | fcode==4'b1011)
                    wrAddr<=5'b10100;
                else
                    wrAddr<=rsAddr;
                wrData<=ALU_Out;   
                wrDataExt<=ALU_ExtOut;
            end
        else if(opcode==3'd2)
            begin
                if(fcode==4'd0)
                    begin
                    RegWrite<=1;
                    wrAddr<=rtAddr;
                    wrData<=ROM_Out;      
                    wrDataExt<=ALU_ExtOut;
                    end
                else 
                    begin
                        RegWrite<=0; 
                        wrAddr<=0;
                        wrData<=0;
                        wrDataExt<=ALU_ExtOut;
                    end
            end
        else 
        begin
            RegWrite<=0;     
            wrAddr<=0;
            wrData<=0;
            wrDataExt<=ALU_ExtOut;
        end
    end
endmodule
==> flow/run.sh <==
#!/bin/bash
# OpenROAD 26Q1-2900-gdf79404cd8, Yosys 0.63+post, stock flow scripts
make -C /OpenROAD-flow-scripts/flow DESIGN_CONFIG=/design/flow/config.mk WORK_HOME=/design/flow/orfs finish
==> flow/config.mk <==
export PLATFORM = sky130hd
export DESIGN_NAME = writeAddress
export DESIGN_NICKNAME = writeAddress
export VERILOG_FILES = /design/flow/design.v
export SDC_FILE = /design/flow/constraint.sdc
export NUM_CORES = 4
export LEC_CHECK = 1
export CORE_AREA = 10 10 91 91
export DIE_AREA = 0 0 101 101
==> flow/constraint.sdc <==
current_design writeAddress

set clk_period 10.9
set clk_io_pct 0.2

create_clock -name clk0 -period $clk_period

set non_clock_inputs [all_inputs -no_clocks]
set_input_delay [expr $clk_period * $clk_io_pct] -clock clk0 $non_clock_inputs
set_output_delay [expr $clk_period * $clk_io_pct] -clock clk0 [all_outputs]
==> out/writeup.txt <==
The synthesized instance count is 169. The finished layout holds 350 standard cells, fillers aside. Entering global routing, the biggest net connects 40 pins.

The detail route stage leaves a number of antenna-violating nets equal to 0. The final timing report lists a hold violation count of 0. The run gives 6750 ps for the minimum clock period.

The number of port buffers was 151; the area of combinational cells with multiple inputs was 727 um^2. The final layout contains a sequential cell count of 0. The critical path is of the primary input to output pin type. The XOR/XNOR share of the synthesized area works out to 0. After global routing the overflow that remains totals 0.

Overall die width: 101 um. The routed design shows a via density per instance of 4.79. For this block, the via count after detailed routing is 1,677. With the diode insertion count for antenna repair at 0, the area fraction in full adders, half adders and majority gates is 0. In this run the cell area of the synthesized design comes to 1090 um^2.

The tools report the setup TNS as 0 ps. The main area contributors are a32oi_1 (26%), buf_4 (25%), o21ai_1 (15%). Global-route wire length before repair: 9570 um. The pre-CTS setup check shows a worst slack of 4110 ps.

The number of antenna violations at the first check in global routing came out at 0. The basic-gate share of the synthesized area counting and, or, nand and nor cells works out to 0.150. The maximum VDD drop was 0.0000126 V; the share of cells above drive strength 1 was 0.0366. Post-route worst setup slack: 4150 ps. The flow ran to the end, and the final reports show no timing, DRC or antenna violations.

Sorting the synthesized cells by how often they occur yields buf_4 (36), o21ai_1 (33), a32oi_1 (32), nand2_1 (32), clkbuf_1 (7). The critical-path maximum fanout was 21. For this design the top-level I/O count stands at 215. Post-CTS repair changed the size of 0 cells. The number of cells reported by Yosys stat comes to 169. Pins over their slew limit in the final report were tallied at 0.

The run gives 0 as the buffer count from post-CTS setup fixing. With the portion of netlist area occupied by mux cells at 0, the first-pass iteration count of the detailed router is 4. The total die size is 10,200 um^2, and the area share of the largest cell type after synthesis is 0.256. For the critical path data required time, the log shows 8720 ps. The classification of the worst-slack hold path is primary input to output pin. The tools report the initial core utilization as 0.172. Summing all flip-flop and latch instances after layout gives 0 um^2.

The final weighted congestion in routability-driven placement is 0.827, and the power density over the cells is 31.6 nW/um^2. The area overhead of the layout relative to synthesis was 117%; the filler cell count in the final layout was 654. The final critical-path share of the clock period was 0.619. The logs give 75.0 uW for the total power of the final layout and 0 for the proportion of synthesized chip area in sequential cells. For the number of unique standard cell types used by synthesis, the log shows 19. With the total DRC errors in the routed layout at 0, the overall fraction of global-route tracks in use is 0.114.

Data on the critical path arrives at its endpoint at 4570 ps. The routed design shows a wire length per standard cell of 18.7 um. The mean instance size in the synthesized netlist is 6.47 um^2.

The chip height is 101 um. The core utilization of the finished layout came out at 0.374. The worst setup path is launched from a primary input. Per the timing report, the achievable frequency comes out to 148 MHz.

a32oi_1 takes more of the synthesized area than any other cell. Max-cap violations in this run came to 0. The region available for standard cell placement spans 6350 um^2. In the finished layout, the clock tree contains a buffer count of 0. The tools report the via count of the first global-routing pass as 1,770.

The last timing report of the flow puts the setup violation total at 0. The most numerous cell in the Yosys netlist was buf_4. In the post-route report, total wirelength is listed as 6550 um.

Category of the worst setup path capture point: an output pin. The run gives 0.509 for the fraction of the mapped netlist area in compound gates. Number of OpenROAD warnings: 32. Setup repair after global routing left no endpoint under its margin.

The run gives 0.503 for the worst max-slew margin expressed relative to the limit. Count of yosys warnings during synthesis: 1. After clock tree synthesis, the flow added hold-fix buffers numbering 0. The largest family of logic cells by area was AND-OR/OR-AND gates. The first routing iteration left 43 violations.

With the worst-margin pin slew at 743 ps, the number of instances in the placed design is 350. The static leakage was 0.744 nW; the number of standard-cell rows in the floorplan was 29. The wire-length estimate of the detail-placed layout is 5080 um. The stat command in Yosys gives a chip area of 1090 um^2.
worst max-delay path, cell delays in order:
cell,delay (ps)
clkdlybuf4s50_1,460
nor2_1,120
nand3_1,530
buf_4,460
a221oi_2,280
clkdlybuf4s50_1,510
final timing paths:
check / end / cells after the start / slack (ps) / start
setup / recovery: wrAddr[4] / 6 / 4150 / fcode[1]
hold / removal: wrDataExt[11] / 0 / 4360 / ALU_ExtOut[11]
cell families after synthesis:
logic type	Yosys count
AND-OR/OR-AND	76
buffers and inverters	54
AND/OR/NAND/NOR	39
final cells by class:
type                            instances  share of cell area
Timing Repair Buffer                  155               0.649
Multi-Input combinational cell        115               0.306
Tap cell                               77              0.0405
Inverter                                3             0.00474
through the flow:
stage / hold WS [ps] / area, um^2
after CTS: 4360 / 2380
after detailed placement: 4360 / 2380
final: 4360 / 2380
after global placement: 4360 / 2380
after floorplan: 4420 / 1090
after global routing: 4360 / 2380
power by group:
group / total [mW] / switching (mW) / internal [mW]
clock: 0 / 0 / 0
sequential: 0 / 0 / 0
combinational: 0.0750 / 0.0226 / 0.0525
total: 0.0750 / 0.0226 / 0.0525
metal layers:
layer  vias up  routed length (um)  global-route usage
met4         0                 119              0.0236
met2        92                3360               0.208
li1        823                   -                   -
met3        18                 633              0.0402
met1       744                2430               0.124
met5         -                   0                   0
placed cells by master, fill, tap and decap left out:
cell and instances:
a31oi_1 3, nor2_1 2, inv_1 3, a221oi_2 2
buf_4 4, nand3_1 1, clkdlybuf4s50_1 151, and3_1 1
nor3_4 1, a32oi_1 32, or2_4 1, nor2_2 1
o2bb2ai_1 3, a211oi_1 2, a31oi_4 1, o21ai_1 33
nand2_1 32
No activity file was given, so power comes from the tool's default toggle rates.
