**design/flow/design.v**
```verilog
`timescale 1ns / 1ps
module ALU(
    input clk,
    input [31:0] ALU_inp1,
    input [31:0] ALU_inp2,
    input [2:0] opcode,
    input [3:0] fcode,
    output reg [31:0] ALUout,
    output reg [31:0] ALU_extout,
    output reg carryFlag,
    output reg zeroFlag,
    output reg signFlag,
    output reg overflowFlag
    );
reg c31, c32;
reg [31:0] mag1, mag2;
wire w_c31;
wire [31:0] in1;
wire [31:0] in2;
wire [31:0] w_sum_out;
wire [31:0] sr,sl,as;   
wire [63:0] p, p_comp, p_unsigned;  
wire [31:0] inp1_comp, inp2_comp;
twos_complement C1 (ALU_inp1,inp1_comp);
twos_complement C2 (ALU_inp2,inp2_comp);
assign in1 = mag1;
assign in2 = mag2;
hybrid_adder HA(ALU_inp1,ALU_inp2,w_sum_out,w_c31);
Barrel_Shifter BSR(ALU_inp1,ALU_inp2[4:0],1'b0,sr);
Barrel_Shifter BSL(ALU_inp1,ALU_inp2[4:0],1'b1,sl);
Arithmetic_Barrel_Right_Shifter ABRS(ALU_inp1, ALU_inp2[4:0], as);
Combinational_32x32_Multiplier Mult_32x32(in1, in2, p);
Combinational_32x32_Multiplier Mult_32x32_unsigned(ALU_inp1, ALU_inp2, p_unsigned);
twos_complement_64 C3(p, p_comp);
always @(negedge clk)
    begin
        mag1 = (ALU_inp1[31]) ? inp1_comp : ALU_inp1;
        mag2 = (ALU_inp2[31]) ? inp2_comp : ALU_inp2;
        case(opcode) 
            3'b000: begin              
                    case(fcode)
                        4'b0000: begin     
                            ALUout=ALU_inp1^ALU_inp2;
                            ALU_extout = 0;
                            overflowFlag=1'b0;
                            carryFlag=1'b0;
                            zeroFlag=(ALUout==0)?1'b1:1'b0;
                            signFlag=ALUout[31];
                        end
                        4'b0001:    begin   
                            ALUout=ALU_inp1&ALU_inp2;
                            ALU_extout = 0;
                            overflowFlag=1'b0;
                            carryFlag=1'b0;
                            zeroFlag=(ALUout==0)?1'b1:1'b0;
                            signFlag=ALUout[31];
                        end 
                        4'b0010:    begin       
                            ALUout=inp2_comp;
                            ALU_extout = 0;
                            overflowFlag=1'b0;
                            carryFlag=1'b0;
                            zeroFlag=(ALUout==0)?1'b1:1'b0;
                            signFlag=ALUout[31];
                        end
                        4'b0011:    begin       
                            ALUout = w_sum_out;
                            carryFlag=w_c31;
                            ALU_extout = 0;
                            overflowFlag=carryFlag^ALUout[31]^ALU_inp1[31]^ALU_inp2[31];
                            zeroFlag=(ALUout==0)?1'b1:1'b0;
                            signFlag=ALUout[31];
                        end 
                        4'b0100:    begin       
                            ALUout=sl;
                            ALU_extout = 0;
                            overflowFlag=1'b0;
                            carryFlag=1'b0;
                            zeroFlag=(ALUout==0)?1'b1:1'b0;
                            signFlag=ALUout[31];
                        end
                        4'b0101:    begin       
                            ALUout=sr;
                            ALU_extout = 0;
                            overflowFlag=1'b0;
                            carryFlag=1'b0;
                            zeroFlag=(ALUout==0)?1'b1:1'b0;
                            signFlag=ALUout[31];
                        end
                        4'b0110:    begin       
                            ALUout=sl;
                            ALU_extout = 0;
                            overflowFlag=1'b0;
                            carryFlag=1'b0;
                            zeroFlag=(ALUout==0)?1'b1:1'b0;
                            signFlag=ALUout[31];
                        end 
                        4'b0111:    begin       
                            ALUout=sr;
                            ALU_extout = 0;
                            overflowFlag=1'b0;
                            carryFlag=1'b0;
                            zeroFlag=(ALUout==0)?1'b1:1'b0;
                            signFlag=ALUout[31];
                        end 
                        4'b1000:    begin       
                            ALUout=as;
                            ALU_extout = 0;
                            overflowFlag=1'b0;
                            carryFlag=1'b0;
                            zeroFlag=(ALUout==0)?1'b1:1'b0;
                            signFlag=ALUout[31];
                        end 
                        4'b1001:    begin       
                            ALUout=as;
                            ALU_extout = 0;
                            overflowFlag=1'b0;
                            carryFlag=1'b0;
                            zeroFlag=(ALUout==0)?1'b1:1'b0;
                            signFlag=ALUout[31];
                        end
                        4'b1011: begin  
                            zeroFlag=(p==0)?1'b1:1'b0;
                            signFlag=(zeroFlag==1)?1'b0:(ALU_inp1[31]^ALU_inp2[31]);
                            {ALU_extout, ALUout}=(signFlag)? p_comp : p;
                            overflowFlag=1'b0;
                            carryFlag=1'b0;
                        end
                        4'b1010: begin  
                            {ALU_extout, ALUout} = p_unsigned;
                            overflowFlag=1'b0;
                            carryFlag=1'b0;
                            zeroFlag=({ALU_extout,ALUout}==0)?1'b1:1'b0;
                            signFlag=0;
                        end
                        default:
                            begin
                                ALUout = 0;
                                ALU_extout = 0;
                            end
                    endcase
                end
             3'b001:
                begin
                    case(fcode)             
                        4'b0000:    begin                
                            ALUout = w_sum_out;
                            carryFlag=w_c31;
                            ALU_extout = 0;
                            overflowFlag=carryFlag^ALUout[31]^ALU_inp1[31]^ALU_inp2[31];
                            zeroFlag=(ALUout==0)?1'b1:1'b0;
                            signFlag=ALUout[31];
                        end 
                        4'b0001:    begin
                            ALUout=inp2_comp;       
                            ALU_extout = 0;
                            overflowFlag=1'b0;
                            carryFlag=1'b0;
                            zeroFlag=(ALUout==0)?1'b1:1'b0;
                            signFlag=ALUout[31];
                        end 
                        default:
                            begin
                                ALUout = 0;
                                ALU_extout = 0;
                            end
                    endcase
                end
            default:  
                begin               
                    ALUout=32'b0;
                    ALU_extout=0;
                end
        endcase
    end
endmodule
`timescale 1ns / 1ps
module Arithmetic_Barrel_Right_Shifter(
   input [31:0] in,
	input [4:0] shamt,
	output [31:0] out
	);
	 wire [31:0] w1;
	 wire [31:0] w2;
	 wire [31:0] w3;
	 wire [31:0] w4;
	 wire [31:0] w5;
	 wire [31:0] out1;
	 wire [31:0] out2;
	 wire [31:0] out3;
	 wire [31:0] out4;
	 assign w1=in[31]?{16'b1111111111111111,in[31:16]}:{16'b0,in[31:16]};
	 MUX_2x1 M1(in,w1,shamt[4],out1);
	 assign w2=out1[31]?{8'b11111111,out1[31:8]}:{8'b0,out1[31:8]};
	 MUX_2x1 M2(out1,w2,shamt[3],out2);
	 assign w3=out2[31]?{4'b1111,out2[31:4]}:{4'b0,out2[31:4]};
	 MUX_2x1 M3(out2,w3,shamt[2],out3);
	 assign w4=out3[31]?{2'b11,out3[31:2]}:{2'b0,out3[31:2]};
	 MUX_2x1 M4(out3,w4,shamt[1],out4);
	 assign w5=out4[31]?{1'b1,out4[31:1]}:{1'b0,out4[31:1]};
	 MUX_2x1 M5(out4,w5,shamt[0],out);
endmodule
`timescale 1ns / 1ps
module Barrel_Shifter(
   input [31:0] in,
	input [4:0] shamt,
	input dir,
	output [31:0] out
	);
	 wire [31:0] w1;
	 wire [31:0] w2;
	 wire [31:0] w3;
	 wire [31:0] w4;
	 wire [31:0] w5;
	 wire [31:0] out1;
	 wire [31:0] out2;
	 wire [31:0] out3;
	 wire [31:0] out4;
	 assign w1=dir?{in[15:0],16'b0}:{16'b0,in[31:16]};
	 MUX_2x1 M1(in,w1,shamt[4],out1);
	 assign w2=dir?{out1[23:0],8'b0}:{8'b0,out1[31:8]};
	 MUX_2x1 M2(out1,w2,shamt[3],out2);
	 assign w3=dir?{out2[27:0],4'b0}:{4'b0,out2[31:4]};
	 MUX_2x1 M3(out2,w3,shamt[2],out3);
	 assign w4=dir?{out3[29:0],2'b0}:{2'b0,out3[31:2]};
	 MUX_2x1 M4(out3,w4,shamt[1],out4);
	 assign w5=dir?{out4[30:0],1'b0}:{1'b0,out4[31:1]};
	 MUX_2x1 M5(out4,w5,shamt[0],out);
endmodule
`timescale 1ns / 1ps
module Combinational_32x32_Multiplier(
   input [31:0] inp1,
	input [31:0] inp2,
	output [63:0] result
		 );
	parameter size = 32;   
	wire [(2*size*size)-1:0] p;         
	genvar i;        
	assign p[(2*size)-1 : 0] = inp1[0] ? inp2 : 0;   
	generate          
	for (i = 1; i < size; i = i+1)      
		begin: branch
			assign p[(size*(4+(2*(i-1))))-1 : (size*2)*i] = (inp1[i]? inp2<<i :0)+ p[(size*(4+(2*(i-2))))-1:(size*2)*(i-1)];      
		end
	endgenerate
	assign result=p[(2*size*size)-1:(2*size)*(size-1)];      
endmodule
`timescale 1ns / 1ps
module MUX_2x1(
    input [31:0] in1,
    input [31:0] w1,
    input s,
    output [31:0] out
    );
	 assign out=s?w1:in1;
endmodule
`timescale 1ns / 1ps
module hybrid_adder(
    input [31:0] a,
    input [31:0] b,
    output [31:0] sum,
    output cout
    );
	 wire cin = 0;  
	 wire [7:0] c;			 
	 four_bit_CLA_adder Adder1(a[3:0], b[3:0], cin, sum[3:0], c[0]); 
	 four_bit_CLA_adder Adder2(a[7:4], b[7:4], c[0], sum[7:4], c[1]); 
	 four_bit_CLA_adder Adder3(a[11:8], b[11:8], c[1], sum[11:8], c[2]);
	 four_bit_CLA_adder Adder4(a[15:12], b[15:12], c[2], sum[15:12], c[3]);
	 four_bit_CLA_adder Adder5(a[19:16], b[19:16], c[3], sum[19:16], c[4]);
	 four_bit_CLA_adder Adder6(a[23:20], b[23:20], c[4], sum[23:20], c[5]);
	 four_bit_CLA_adder Adder7(a[27:24], b[27:24], c[5], sum[27:24], c[6]);
	 four_bit_CLA_adder Adder8(a[31:28], b[31:28], c[6], sum[31:28], cout);
endmodule
module four_bit_CLA_adder(input [3:0]a, input [3:0]b, input cin, output [3:0]sum, output cout);
	 wire [3:0]G,P,C; 	 
	 assign G = a&b; 		 
	 assign P = a^b;		 
	 assign C[0] = cin; 	 
	 assign C[1]=G[0] + (P[0]&C[0]);
	 assign C[2]=G[1] + (P[1]&G[0]) + (P[1]&P[0]&cin);
	 assign C[3]=G[2] + (P[2]&G[1]) + (P[2]&P[1]&G[0]) +  (P[2]&P[1]&P[0]&cin);
	 assign cout=G[3]+ (P[3]&G[2]) + (P[3]&P[2]&G[1]) +  (P[3]&P[2]&P[1]&G[0]) + (P[3]&P[2]&P[1]&P[0]&cin);	 
	 assign sum = P^C;
endmodule
`timescale 1ns / 1ps
module twos_complement(
    input [31:0] inp1,
    output [31:0] out
    );
	 wire c;
	 hybrid_adder HA1(~inp1,32'd1,out,c);
endmodule
`timescale 1ns / 1ps
module twos_complement_64(
    input [63:0] inp1,
    output [63:0] out
    );
	 wire c;	 
	 assign out = ~inp1 + 64'd1;
endmodule
```
**design/flow/constraint.sdc**
```tcl
current_design ALU

set clk_period 30.2
set clk_io_pct 0.2

create_clock -name clk0 -period $clk_period [get_ports {clk}]

set non_clock_inputs [all_inputs -no_clocks]
set_input_delay [expr $clk_period * $clk_io_pct] -clock clk0 $non_clock_inputs
set_output_delay [expr $clk_period * $clk_io_pct] -clock clk0 [all_outputs]
```
**design/flow/run.sh**
```bash
#!/bin/bash
# OpenROAD 26Q1-2900-gdf79404cd8, Yosys 0.63+post, stock flow scripts
make -C /OpenROAD-flow-scripts/flow DESIGN_CONFIG=/design/flow/config.mk WORK_HOME=/design/flow/orfs finish
```
**design/flow/config.mk**
```make
export PLATFORM = sky130hd
export DESIGN_NAME = ALU
export DESIGN_NICKNAME = ALU
export VERILOG_FILES = /design/flow/design.v
export SDC_FILE = /design/flow/constraint.sdc
export NUM_CORES = 4
export LEC_CHECK = 1
export CORE_UTILIZATION = 50
```
==> results.py <==
# Physical implementation metrics
metrics = {
    "run_status": {
        "status": "completed",
    },
    "global_routing": {
        "grt_util_met1_pct": 56.93,
        "antenna_found_initial": 16,
        "grt_pass1_vias": 71150,
        "grt_use_met2_pct": 62.04,
        "grt-ovfl-total": 0,
        "grtUsageMet3_pct": 21.59,
        "grt_pass1_wl_um": 460600,
        "grt_use_total_pct": 42.69,
        "grt_max_degree": 74,
        "grt_busiest_layer": "met2",
    },
    "drt": {
        "wl_um": 307800,
        "wl_per_cell_um": 26.21,
        "vias_per_cell": 5.683,
        "via_count": 66750,
        "firstDrtPassIters": 6,
        "ant_nets": 0,
        "post-route-drc-count": 0,
        "drtIter0Drc": 4486,
    },
    "logic_synthesis": {
        "synthCells": 9369,
        "syn_avg_cell_area_um2": 8.398,
        "synth.distinct_cells": 96,
        "syn_area_um2": 78680,
        "yosysCellCount": 9369,
        "synthArstFlopShare_pct": 0,
        "yosys_area_um2": 78680,
        "ys_seq_share_pct": 3.409,
        "ys.flop_type": "dfxtp_1",
        "ys_seq_elements": 132,
        "edf_count": 4,
        "yosysWarningCount": 1,
    },
    "worst_setup_path": {
        "cp_slowest_cell": "fa_1",
        "crit_path_end_kind": "flip-flop",
        "worstSetupStartpointType": "input pin",
        "worst-path-max-fanout": 20,
        "slowest_delay_ns": 0.55,
        "required_ns": 15.45,
        "arrival_ns": 15.17,
        "crit_type": "in2reg",
    },
    "final_timing": {
        "fin_skew_ns": 0.01986,
        "tightest_slew_ns": 1.112,
        "fin_ws_ns": 0.2831,
        "slew_viol_final": 0,
        "setup_viol": 0,
        "hold_viol": 0,
        "slew_headroom_pct": 25.58,
    },
    "clocking": {
        "clkTransAtPathRegs_ns": 0.03,
        "h-tree-depth": 4,
        "cts_tree": "built",
        "cts_inserted_buffers": 17,
        "clock-root-buffer": "clkbuf_16",
        "cts.sink_count": 132,
        "clockBufferDepth": 2,
        "clkLatencyLatePin_ns": 0.53,
    },
    "floorplanning": {
        "die_area_um2": 159000,
        "fp.dieH_um": 398.7,
        "core-area_um2": 156200,
        "initial_core_util_pct": 50.37,
        "die_w_um": 398.7,
        "rows": 145,
        "io_pins": 140,
    },
    "finish": {
        "final_cell_count_no_fill": 11750,
        "lay_top_count": "nand2_1",
        "syn_to_final_growth_pct": 9.875,
        "finalCoreUtilization_pct": 55.34,
        "lay_top_cells": "nand2_1, inv_1, fa_1",
        "drive_gt1_share_pct": 8.224,
    },
    "hold_path": {
        "holdCritPathClass": "reg2reg",
    },
    "place": {
        "dp_slack_ns": -0.7047,
        "gp_congestion": 1.069,
        "portBuffers": 139,
        "post-dp-hpwl_um": 249200,
        "placed_cells": 11570,
    },
    "run": {
        "drv_cap": 0,
        "warning_count": 158,
    },
}
-- sequential cells by signal, indices dropped and copies added (netlist names) --
name,flops
ALU_extout,32
ALUout,32
carryFlag,1
mag1,32
mag2,32
overflowFlag,1
signFlag,1
zeroFlag,1
-- cell type report --
type | instances | area [um2]
fillers | 14250 | 69750
diodes | 8 | 20.02
clock inverters | 146 | 618.1
flip-flops and latches | 132 | 2683
multi-input cells | 6890 | 67400
repair buffers | 757 | 6203
well taps | 2058 | 2575
clock buffers | 17 | 425.4
inverters | 1737 | 6526
-- path summary, 6_finish.rpt --
kind | from | slack [ns] | endpoint | cells after the start
worst max-delay path | ALU_inp1[4] | 0.28 | zeroFlag | 38
worst min-delay path | mag2[0] | 1.07 | ALUout[1] | 4
worst max register to register | mag2[8] | 18.01 | ALU_extout[1] | 40
worst min register to register | mag2[0] | 1.07 | ALUout[1] | 4
-- Yosys cell counts (all sizes together), types with 42 or more instances --
| master | count | area (um2) |
|---|---|---|
| nand2 | 1875 | 7038 |
| clkbuf | 546 | 2049 |
| o22ai | 47 | 294.0 |
| buf | 63 | 250.2 |
| nand2b | 42 | 262.8 |
| ha | 564 | 7057 |
| dfxtp | 128 | 2562 |
| nand3 | 74 | 370.4 |
| o21ai | 257 | 1286 |
| inv | 1735 | 6513 |
| fa | 1812 | 36270 |
| xor2 | 75 | 656.9 |
| nor3 | 73 | 391.6 |
| xnor2 | 196 | 1724 |
| nor4 | 57 | 362.8 |
| and2 | 519 | 3247 |
| a21oi | 316 | 1582 |
| mux2i | 67 | 681.9 |
| nor2 | 305 | 1145 |
| a21o | 66 | 495.5 |
| nand4 | 44 | 281.5 |
-- cells by family (layout without fill, tap and decap cells) --
kind of cell	Yosys count	count (layout)	synth area share, %
and+or+nand+nor	3151	3151	18.12
adders and majority gates	2376	2376	55.07
buffers and inverters	2347	2657	11.22
AOI/OAI and AO/OA	1008	1008	8.050
xor gates and xnor gates	271	271	3.026
DFF	132	132	3.409
muxes	84	84	1.110
other	0	8	0
-- per-stage QoR --
step	area [um2]	hold slack, ns	TNS [ns]
4_1_cts	86190	1.083	0
6_report	86450	1.068	0
3_3_place_gp	85130	1.024	-0.7690
5_1_grt	86440	1.158	-0.004256
2_1_floorplan	78710	0.7198	0
3_5_place_dp	85130	1.078	-0.7047
-- metal layers --
| metal | vias to the layer above | wire length [um] |
|---|---|---|
| met5 | - | 283 |
| met4 | 30 | 14460 |
| met3 | 750 | 40300 |
| met2 | 3493 | 137800 |
| met1 | 33330 | 115000 |
| li1 | 29150 | - |
-- worst max-delay path: cells and delay by family --
| family | cells | cell delay, ns |
|---|---|---|
| fa+ha+maj | 9 | 4.02 |
| buf+inv | 6 | 1.07 |
| xor+xnor | 1 | 0.21 |
| simple gates | 5 | 0.90 |
| compound gates | 17 | 2.90 |
-- timing repair --
| action | CTS | global route |
|---|---|---|
| hold buffers | 0 | 0 |
| setup endpoints to repair | 1 | 1 |
| buffers inserted | 0 | 7 |
| gates resized | 3 | 34 |
| pin swaps | 0 | 18 |
