$ cat flow/run.sh
#!/bin/bash
# OpenROAD 26Q1-2900-gdf79404cd8, Yosys 0.63+post, stock flow scripts
make -C /OpenROAD-flow-scripts/flow DESIGN_CONFIG=/design/flow/config.mk WORK_HOME=/design/flow/orfs finish
$ cat flow/config.mk
export PLATFORM = sky130hd
export DESIGN_NAME = regBank
export DESIGN_NICKNAME = regBank
export VERILOG_FILES = /design/flow/design.v
export SDC_FILE = /design/flow/constraint.sdc
export NUM_CORES = 4
export LEC_CHECK = 1
export CORE_UTILIZATION = 40
$ cat flow/design.v
`timescale 1ns / 1ps
module regBank(
   input reset,
	input clk,
	input RegWrite,				
	input [4:0] wrAddr,			
	input [31:0] wrData,  
	input [31:0] wrDataExt,
	input [4:0] rdAddrA,       
	output reg [31:0] rdDataA,
	input [4:0] rdAddrB,
	output reg [31:0] rdDataB,
	output [31:0] rout
  );
	reg [31:0] r[31:0];
	reg [6:0] size,i;
	wire [31:0] tempA, tempB;
	initial begin
		for(i=0;i<32;i=i+1)
			r[i] = 32'b0;
	end
	assign rout=r[7];
	always @(*) 							 
		begin
			if(rdAddrB<32) begin
					rdDataB=r[rdAddrB];
				end
			else begin
					rdDataB=32'hXXXXXXXX;
				end
			if(rdAddrA<32) begin
					rdDataA=r[rdAddrA];
				end
			else begin
					rdDataA=32'hXXXXXXXX;
				end
		end
	always @(posedge clk or posedge reset)             
		begin
		if(reset==1)
			begin
				for(i=0;i<32;i=i+1)
					r[i] = 32'b0;
			end
	   else if (RegWrite==1) 
			begin
				r[wrAddr]=wrData;
				r[19]=wrDataExt;
			end
		end
endmodule
$ cat flow/constraint.sdc
current_design regBank

set clk_period 16.7
set clk_io_pct 0.2

create_clock -name clk0 -period $clk_period [get_ports {clk}]

set non_clock_inputs [all_inputs -no_clocks]
set_input_delay [expr $clk_period * $clk_io_pct] -clock clk0 $non_clock_inputs
set_output_delay [expr $clk_period * $clk_io_pct] -clock clk0 [all_outputs]
==> notes.md <==
flow finished, numbers: largest net degree at the start of global routing 115, Tmin final 11.51 ns, Top delay family on crit path buffers and inverters, result of the run finished clean, switching part of the total power 29.61%, Comb pwr share 14.5%, post-route DRC violation count 0, number of standard cells after synthesis ~4,400, critical path fanouts, max 37, insertion delay of the later-clocked pin in the worst-skew pair 0.76 ns, class of the tightest hold or removal check flop to flop, number of flip-flops under the largest register name 1,024, port buffer count 177, count of hold-fix buffers inserted at cts 0, root cell of the clock tree sky130_fd_sc_hd__clkbuf_16, Critical Path Stages 10, Max stage delay on crit path 0.83 ns, power spent charging and discharging nets 2.146 mW, worst slew slack as a fraction of its limit 19.70%, Register-to-Register Path Depth 1, drt first pass iters 8, slowest cell on the critical path sky130_fd_sc_hd__nor2_4, Die W 361.3 µm, Final GP Congestion about 1.1, design internal power 5.102 mW, number of non-filler instances in the completed layout 6,266, standard cell core area 127,800 µm², data required time of the worst path 13.36 ns, via count of the first global-routing pass about 45,000, most frequent cell on the critical path sky130_fd_sc_hd__buf_4, global-route congestion overflow total 0, die height around 360 µm, TritonCTS clock tree yes, most common library cells after synthesis 1,024 x sky130_fd_sc_hd__dfrtp_1, 995 x sky130_fd_sc_hd__mux2_2, 790 x sky130_fd_sc_hd__a22oi_1, initial cell density of the core 40.39%, Yosys top cell by area sky130_fd_sc_hd__dfrtp_1, DP Wirelength 169,600 µm, Post-Route WL 280,700 µm, antenna violations before repair 17, area added between synthesis and finish 15.69%, Final Worst Setup Slack 5.188 ns, Routed WL per cell 44.80 µm, classification of the worst setup path input pin to primary output, launching element type of the critical path input pin, Clock Power Share 37.6%, Leak Pwr 25.66 nW, arrival time of data at the critical path endpoint 8.17 ns, H-tree lvl count 3, total via count after detailed routing 46,320, skew final 0 ns, Yosys top cell area share 49.62%, setup violation total in the final timing report 0, Worst Setup End Kind primary output, #FFs+latches synth 1,024, # Max-Cap Violations 0, number of nets still failing antenna checks after routing 0, hold slack final 0.5296 ns, drt via density 7.392, # resized after CTS 0, yosys cell count 4,396, post-synthesis cell type with the largest instance count sky130_fd_sc_hd__dfrtp_1, Syn Std Cell Area 51,640 µm², maximum resistive drop on vdd around 0.09 mV, achievable clock frequency 86.87 MHz, reg-to-reg setup timing slack 15.71 ns, number of different library cells in the post-synthesis netlist 72, Least-Margin Pin Slew 1.200 ns, worst hold stages 1, FILL cells ~11,000, initial detailed-routing violation count 6,272, count of final hold-check violations 0, count of pins on the block boundary 178, fraction of the yosys area taken by sequential cells about half, yosys-reported design area after synthesis 51,640 µm², final worst-path cycle share 68.93%, sequential fraction of design power 47.9%, Placed Cells incl. Taps 6,035, setup repair after global routing missed its margin false, Async SR Flop Fraction 100.0%, aggregate global-route resource usage 44.55%, cell chain of the critical path buf_2 > buf_4 > nand2_4 > nor2_4 > buf_4 > a22oi_1 > o21ai_0 > a211oi_1 > a31oi_1 > clkdlybuf4s50_1, number of post-CTS setup repair buffers 0, cell row count 131, CTS max path bufs 3, Clock Pin Slew Worst Setup and Hold Paths 0.06 ns, wire length of the first global-routing pass 381,300 µm, layout cells sized above 1 33.49%, DP Worst Slack between 5 and 6 ns, buffers and inverters on the worst path 4, count of library flops with an enable pin 0, number of OpenROAD warnings 42, chip area 130,500 µm², cts bufs inserted 114, CTS sink cnt 1,024, dominant cells by area after synthesis sky130_fd_sc_hd__dfrtp_1 50%, sky130_fd_sc_hd__mux2_2 22%, sky130_fd_sc_hd__a22oi_1 11%, number of synthesis warnings 2, final tally of max-slew violations 0, Syn Area/Cell 11.75 µm², most frequently used flop master after synthesis sky130_fd_sc_hd__dfrtp_1, power density cells 121.3 nW/µm²
==> layout make-up <==
type / instances / area [µm²] / area share [%]
Clock inverter: 65 / 814.5 / 1.363
Timing Repair Buffer: 405 / 3476 / 5.818
Tap cell: 1662 / 2079 / 3.481
Inverter: 9 / 37.54 / 0.06283
Clock buffer: 148 / 3193 / 5.345
Sequential cell: 1024 / 25620 / 42.89
Multi-Input combinational cell: 2935 / 24470 / 40.96
Antenna cell: 18 / 45.04 / 0.07540
==> kinds of logic after synthesis <==
logic type | share of synthesized area (%)
muxes | 23.35
and+or+nand+nor | 7.441
AOI/OAI and AO/OA | 15.68
buffers and inverters | 3.906
DFF | 49.62
==> power by group through the flow <==
| stage | Sequential, mW | Clock (mW) | Combinational [mW] |
|---|---|---|---|
| 6_report | 3.47 | 2.73 | 1.05 |
| 5_1_grt | 3.51 | 2.83 | 1.11 |
| 4_1_cts | 3.44 | 2.74 | 1.03 |
==> stage by stage <==
stage | TNS [ns] | cell area, µm² | util (%) | total power [mW]
2_1_floorplan | -772.03 | 51640 | - | 3.927
3_5_place_dp | 0 | 55690 | 43.56 | 4.503
3_3_place_gp | 0 | 55690 | 43.56 | 4.491
6_report | 0 | 59740 | 46.73 | 7.249
5_1_grt | 0 | 59700 | 46.70 | 7.444
4_1_cts | 0 | 59690 | 46.69 | 7.208
==> layout by cell type (no fill, tap or decap), drive strengths merged, types with 18 or more instances in the layout <==
cell and instances:
a222oi 21, nand4 109, buf 237, nand3 52, dfrtp 1024, clkinv 34
mux2 1036, a22o 28, clkdlybuf4s50 168, mux2i 37, o21ai 28, nor3 69
a21oi 100, nand2b 19, nor2 187, a22oi 790, clkbuf 148, nor4 30
diode 18, nand2 225
==> worst paths after layout <==
kind	start	endpoint
setup / recovery	rdAddrB[0]	rdDataB[25]
hold / removal	r[20][14]	r[20][14]
setup reg to reg	r[19][20]	r[19][20]
hold reg to reg	r[20][14]	r[20][14]
max in group asynchronous	reset	r[4][10]
min in group asynchronous	reset	r[10][30]
==> layer usage <==
layer | vias up | part of all wire, % | GRT usage (%)
met5 | - | 0.27 | 2.775
met1 | 23240 | 34 | 55.26
met2 | 4366 | 39 | 57.17
met3 | 1607 | 18 | 29.66
met4 | 46 | 8.6 | 27.16
li1 | 17060 | - | -
Power is estimated from default activity; no workload was simulated.
